==> ./design.v <==
`timescale 1ns / 1ps
module adder(
    input [31:0] ina,
    input [31:0] inb,
    output reg [31:0] out
    );
    always @(ina or inb) begin
        out = ina + inb;
    end
endmodule
`timescale 1ns / 1ps
module mux2_1(
    input [31:0] ina,
    input [31:0] inb,
    input sel,
    output [32:0] out);
    wire notsel;
    wire[31:0] y0, y1;
    genvar i;
    not(notsel, sel);
    for(i = 0; i < 31; i = i + 1) begin
        and(y0[i], ina[i], notsel);
        and(y1[i], inb[i], sel);
    end
    for(i = 0; i < 31; i = i + 1) begin
        or(out[i], y0[i], y1[i]);
    end    
endmodule
`timescale 1ns / 1ps
module ALU(input [3:0] ALUop,  
           input [31:0] ina,inb,  
           output zero,  
           output reg [31:0] out);  
    reg sign;
    always @(*) begin
        case (ALUop)
            0: out = ina & inb;
            1: out = ina | inb;
            2: out = ina + inb;
            3: out = ina ^ inb;
            4: out = ina << inb;  
            5: out = ina >> inb;  
            6: out = ina - inb;
            7: out = (ina < inb) ? 1 : 0;  
            8: out = ($signed(ina) < $signed(inb)) ? 1 : 0;  
            9: out = ina >>> inb;  
        endcase
    end
    assign zero = (out == 0) ? 1 : 0;
endmodule
`timescale 1ns / 1ps
module ALUcontrol(input [1:0] ALUop,
                  input [6:0] funct7,
                  input [2:0] funct3,
                  output reg [3:0] ALUinput);
    always @(*) begin
        ALUinput[3:0] = 0;
        case (ALUop)
            0: begin  
                if (funct3 == 3) begin
                    ALUinput[1] = 1;  
                end
            end
            1: begin  
                if (funct3 == 0 || funct3 == 1) begin
                    ALUinput[2] = 1;
                    ALUinput[1] = 1;  
                end
                if (funct3 == 4 || funct3 == 5) begin
                    ALUinput[3] = 1;  
                end
                if (funct3 ==  6|| funct3 == 7) begin
                    ALUinput[2] = 1;
                    ALUinput[1] = 1;
                    ALUinput[0] = 1;  
                end
            end
            2: begin  
                if (funct3 == 0 && funct7 == 0) begin
                    ALUinput[1] = 1;  
                end
                if (funct3 == 0 && funct7 == 32) begin
                    ALUinput[2] = 1;
                    ALUinput[1] = 1;
                end
                if (funct3 == 7 && funct7 == 0) begin
                    ALUinput = 0;  
                end
                if (funct3 == 6 && funct7 == 0) begin
                    ALUinput[0] = 1;  
                end
                if (funct3 == 4 && funct7 == 0) begin
                    ALUinput[1] = 1;
                    ALUinput[0] = 1;  
                end
                if (funct3 == 5 && funct7 == 0) begin
                    ALUinput[2] = 1;
                    ALUinput[0] = 1;  
                end
                if (funct3 == 1 && funct7 == 0) begin
                    ALUinput[2] = 1;  
                end
                if (funct3 == 6 && funct7 == 32) begin
                    ALUinput[3] = 1;
                    ALUinput[0] = 1;  
                end
                if (funct3 == 3 && funct7 == 0) begin
                    ALUinput[2] = 1;
                    ALUinput[1] = 1;
                    ALUinput[0] = 1;  
                end
                if (funct3 == 2 && funct7 == 0) begin
                    ALUinput[3] = 1;  
                end
            end
        endcase
    end
endmodule
`timescale 1ns / 1ps
module EX(input [31:0] IMM_EX,  
          input [31:0] REG_DATA1_EX,  
          input [31:0] REG_DATA2_EX,  
          input [31:0] PC_EX,  
          input [2:0] FUNCT3_EX,  
          input [6:0] FUNCT7_EX,  
          input [4:0] RD_EX,  
          input [4:0] RS1_EX,  
          input [4:0] RS2_EX,  
          input RegWrite_EX,  
          input MemtoReg_EX,
          input MemRead_EX,  
          input MemWrite_EX,  
          input [1:0] ALUop_EX,  
          input ALUSrc_EX,  
          input Branch_EX,  
          input [1:0] forwardA,forwardB,  
          input [31:0] ALU_DATA_WB,  
          input [31:0] ALU_OUT_MEM,  
          output ZERO_EX,  
          output [31:0] ALU_OUT_EX,  
          output [31:0] PC_Branch_EX,  
          output [31:0] REG_DATA2_EX_FINAL  
          );                                 
    wire [31:0] mux_out_1, mux_out_2, mux_out_3;
    wire [3:0] ALUop;
    mux_4_to_1 mux1(REG_DATA1_EX, ALU_DATA_WB, ALU_OUT_MEM, 0, forwardA, mux_out_1);
    mux_4_to_1 mux2(REG_DATA2_EX, ALU_DATA_WB, ALU_OUT_MEM, 0, forwardB, mux_out_2);
    mux2_1 mux3(mux_out_2, IMM_EX, ALUSrc_EX, mux_out_3);
    ALUcontrol ALUcontrol(ALUop_EX, FUNCT7_EX, FUNCT3_EX, ALUop);
    ALU ALU(ALUop, mux_out_1, mux_out_3, ZERO_EX, ALU_OUT_EX);
    adder adder(IMM_EX, PC_EX, PC_Branch_EX);
endmodule
`timescale 1ns / 1ps
module mux_4_to_1(
    input [31:0] in0,
    input [31:0] in1,
    input [31:0] in2,
    input [31:0] in3,
    input [1:0] sel,
    output reg [31:0] out
    );
    always @(sel or in0 or in1 or in2) begin
        case (sel)
            0: out = in0;
            1: out = in1;
            2: out = in2;
        endcase
    end
endmodule
==> ./run.sh <==
#!/bin/bash
# OpenROAD 26Q1-2900-gdf79404cd8, Yosys 0.63+post, stock flow scripts
make -C /OpenROAD-flow-scripts/flow DESIGN_CONFIG=/design/flow/config.mk WORK_HOME=/design/flow/orfs finish
==> ./config.mk <==
export PLATFORM = sky130hd
export DESIGN_NAME = EX
export DESIGN_NICKNAME = EX
export VERILOG_FILES = /design/flow/design.v
export SDC_FILE = /design/flow/constraint.sdc
export NUM_CORES = 4
export LEC_CHECK = 1
export CORE_AREA = 10 10 206 206
export DIE_AREA = 0 0 216 216
==> ./constraint.sdc <==
current_design EX

set clk_period 23.8
set clk_io_pct 0.2

create_clock -name clk0 -period $clk_period

set non_clock_inputs [all_inputs -no_clocks]
set_input_delay [expr $clk_period * $clk_io_pct] -clock clk0 $non_clock_inputs
set_output_delay [expr $clk_period * $clk_io_pct] -clock clk0 [all_outputs]
==> results.yml <==
# implementation run metrics
run_status:
  status: "completed"
floorplanning:
  fp_util_pct: 25.46
  coreArea_um2: 37760
  die_w_um: 216
  fp.dieH_um: 216
  num_rows: 71
  dieArea_um2: 46660
  pin_count: 326
final_timing:
  min_period_ns: 13.41
  setup_violations: 0
  hold_viol: 0
  drv_slew: 0
  slew_headroom_pct: 36.17
  rsz0062_at_grt: "false"
  tns_ns: 0
  fin_crit_sh_pct: 56.33
  fmax_mhz: 74.59
  untimed_endpoints: 127
  unclocked_regs: 94
  tightest_slew_ns: 0.9546
setup_path:
  path_buffers: 3
  cpPeakStageDelay_ns: 0.50
  cp_top_family: "AND-OR/OR-AND gates"
  worstPathRequired_ns: 19.04
  cp_slowest_cell: "clkdlybuf4s50_1"
  crit_type: "primary input to output port"
  crit_path_end_kind: "output port"
  crit_path_start_kind: "primary input"
  cp.arrival_ns: 8.65
  cp_cell_sequence: "clkdlybuf4s50_1 -> ha_1 -> inv_1 -> fa_1 -> nor2b_1 -> o211ai_1 -> a2bb2oi_1 -> a221oi_1 -> a221oi_1 -> o2111ai_1 -> nand3_1 -> a31o_2 -> a21oi_1 -> xnor2_1 -> clkdlybuf4s50_1"
  crit_fanout: 5
routing:
  wl_per_cell_um: 18.93
  wl_mm: 39.48
  drcViolationCount: 0
  first_iter_violations: 859
  via_count: 10450
  drtPass1Iterations: 5
  antennaDiodeCount: 0
  viasPerCell: 5.009
  ant_nets: 0
grt:
  antenna_found_initial: 0
  grt.total_usage_pct: 16.29
  grt_max_degree: 63
  overflow: 0
  grt_pass1_wl_mm: 59.79
  grt_pass1_vias: 9919
clock_tree:
  cts_resized: 0
  cts_setup_buffers: 0
  cts_hold_buf: 0
flow_run:
  tool_warnings: 125
  drv_cap: 0
layout:
  layout.cells.most_common_list: "clkdlybuf4s50_1 (269), nand2_1 (140), ha_1 (132)"
  register_area_um2: 1411
  fillers: 3996
  area_growth_syn_to_layout_pct: 31.68
  logic_area_um2: 7385
  final_layout_top_logic_cell: "clkdlybuf4s50_1"
  drive_gt1_share_pct: 2.794
power:
  p_leak_nw: 5.471
  irDropWorstVdd_mv: 0.01978
  p_total_mw: 0.2436
  powerDensity_nw_per_um2: 19.24
min_path:
  hold_class: "primary input to output port"
logic_synthesis:
  syn-cell-area_um2: 9613
  synth.area.top_cells: "ha_1 (17%), dlxtn_1 (15%), o21ai_0 (6.4%)"
  yosys_area_um2: 9613
  ys_types: 86
  netlist_instances: 1358
  synth_top_cell_by_area: "ha_1"
  ys_cells: 1358
  yosysWarnings: 38
  async_flop_share_pct: 0
  top_cell_area_share_pct: 17.44
  flop_cell: "dlxtn_1"
  numSynthFlops: 94
  synth-edff-count: 0
  syn_area_per_cell_um2: 7.079
placed_design:
  portBuffers: 270
  dp_hpwl_mm: 33.32
  gp_congestion: 0.9696
-- Yosys cell counts (4+ instances only) --
| cell type | instances |
|---|---|
| a211oi_1 | 15 |
| a21o_1 | 23 |
| a21oi_1 | 103 |
| a221o_1 | 5 |
| a221oi_1 | 9 |
| a22oi_1 | 69 |
| a31o_2 | 4 |
| a31oi_1 | 10 |
| and2_1 | 5 |
| and3_1 | 6 |
| buf_1 | 9 |
| buf_2 | 18 |
| buf_4 | 33 |
| clkbuf_1 | 40 |
| dlxtn_1 | 94 |
| ha_1 | 134 |
| inv_1 | 101 |
| mux2i_1 | 33 |
| nand2_1 | 140 |
| nand2b_1 | 13 |
| nand3_1 | 20 |
| nand4_1 | 7 |
| nor2_1 | 98 |
| nor2b_1 | 14 |
| nor3_1 | 22 |
| nor4_1 | 13 |
| o211ai_1 | 28 |
| o21a_1 | 9 |
| o21ai_0 | 122 |
| o21ai_1 | 7 |
| o21bai_1 | 17 |
| o221ai_1 | 5 |
| o22ai_1 | 10 |
| o31ai_1 | 6 |
| or2_2 | 4 |
| or3_1 | 4 |
| xnor2_1 | 28 |
| xor2_1 | 7 |
-- path summary, 6_finish.rpt --
check / endpoint / start / cells after the start
max: PC_Branch_EX[30] / IMM_EX[0] / 15
min: PC_Branch_EX[0] / PC_EX[0] / 3
-- power by group --
part	switching, mW	internal, mW	total, mW
logic	0.121	0.110	0.231
registers	0.00175	0.0109	0.0126
clock network	0	0	0
-- logic make-up after synthesis --
logic type / after synthesis / share of synthesized area (%)
AND-OR/OR-AND: 485 / 32.94
XOR/XNOR: 35 / 3.189
adder cells (fa/ha/maj): 137 / 18.07
buffers and inverters: 205 / 9.762
latches: 94 / 14.67
multiplexers: 33 / 3.436
other: 1 / 0.03901
AND/OR/NAND/NOR: 368 / 17.88
-- layer usage --
metal	part of all wire, %	vias to the layer above	track usage (%)
li1	-	5254	-
met1	49	4779	24.74
met2	43	403	24.82
met3	7.1	13	2.919
met4	0.47	0	0.6525
met5	0	-	0
-- per-stage QoR --
stage | area (um2) | std cells | hold WS, ns | setup WS [ns] | utilization [%]
after floorplan | 9729 | 1389 | 9.592 | 12.03 | -
after global placement | 12660 | 2086 | 10.56 | 10.39 | 33.53
after detailed placement | 12660 | 2086 | 10.56 | 10.36 | 33.53
after CTS | 12660 | 2086 | 10.57 | 10.35 | 33.53
after global routing | 12660 | 2086 | 10.61 | 10.00 | 33.53
final | 12660 | 2086 | 10.56 | 10.39 | 33.53
-- state kept, by name, summed over array words and instances, names as in the netlist --
| signal | cells |
|---|---|
| ALU.out | 32 |
| mux1.out | 31 |
| mux2.out | 31 |
-- cell type report --
cell class              count  area share (%)
repair buffers            289           22.44
well taps                 511           5.051
multi-input cells        1090           58.34
inverters                 102           3.025
flip-flops and latches     94           11.15
No activity file was given, so power comes from the tool's default toggle rates.
